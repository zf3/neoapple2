[design/flow/run.sh]
#!/bin/bash
# OpenROAD 26Q1-2900-gdf79404cd8, Yosys 0.63+post, stock flow scripts
make -C /OpenROAD-flow-scripts/flow DESIGN_CONFIG=/design/flow/config.mk WORK_HOME=/design/flow/orfs finish
[design/flow/config.mk]
export PLATFORM = sky130hd
export DESIGN_NAME = audio_pwm
export DESIGN_NICKNAME = audio_pwm
export VERILOG_FILES = /design/flow/design.v
export SDC_FILE = /design/flow/constraint.sdc
export NUM_CORES = 4
export LEC_CHECK = 1
export CORE_AREA = 10 10 93 93
export DIE_AREA = 0 0 103 103
export SYNTH_HDL_FRONTEND = slang
[design/flow/constraint.sdc]
current_design audio_pwm

set clk_period 2.2
set clk_io_pct 0.2

create_clock -name clk0 -period $clk_period [get_ports {clk}]

set non_clock_inputs [all_inputs -no_clocks]
set_input_delay [expr $clk_period * $clk_io_pct] -clock clk0 $non_clock_inputs
set_output_delay [expr $clk_period * $clk_io_pct] -clock clk0 [all_outputs]
[design/flow/design.v]
module audio_pwm (
    input wire clk,      
    input wire [7:0] audio,     
    output reg aud_pwm,
    output wire aud_sd
);
reg [7:0] counter = 0;
reg [7:0] audio_latched = 0;
assign aud_sd = 1;
always @(posedge clk) begin
    if (counter == 0)
        audio_latched <= audio;
    if (counter < 1 || (counter < audio_latched && counter < 255) )
        aud_pwm <= 1;
    else
        aud_pwm <= 0;
    counter <= counter + 1;
end
endmodule
==> run summary <==
Status on the layout run. Count of cells along the worst register-to-register path landed at 5. The via count of the first global-routing pass is 469. Across all layers, the routed design uses roughly 480 vias.

In the final layout, the fill cell count is 774. The tree is rooted in a sky130_fd_sc_hd__clkbuf_8. The worst path uses roughly 75% of the clock period. The final report lists the setup-violating endpoint count as 0. The congestion estimate from routability-driven global placement came to between 0.7 and 0.8.

Entering global routing, the biggest net connects 10 pins. Hold-check failures listed in the final report amount to 0. In the final routed layout, each cell accounts on average for roughly 7.5 µm. TritonCTS built the clock tree. Global-route track usage on met2 landed at between 4 and 5%. The min-delay analysis places its worst path in the category reg -> reg. Number of buffers added by the clock tree synthesis step landed at 3. Antenna repair during routing inserted a diode count of 0.

Per the run summary, max-cap violations total 0. Power density normalized to cell area landed at ~560 nW/µm². For the worst reg-to-reg path, the startpoint reported by OpenROAD is counter[0]. 11 I/O pins were placed. Via density per instance landed at between 2 and 3. STA classifies the critical path endpoint as a flip-flop. The synth_stat.txt file lists the number of cells as between 60 and 70. Starting DRC count in detailed routing landed at 26. In the final run the clock tree shows a worst skew of 0.00329 ns. Yosys warning tally landed at 0.

DRC violation count after routing landed at 0. Max fanout on the critical path was recorded as 9. First-pass iteration count of the detailed router landed at 4.

The kind of cell with the highest combined delay along the critical path is simple AND/OR/NAND/NOR gates. For this run, the total global-route usage over all layers was measured as ~2.4%. Looking at the global route congestion table, the highest-usage layer is met2. Per the cell usage report, the commonest logic cell in the layout is sky130_fd_sc_hd__inv_1. The post-synth register bit count is 17. Number of placement rows landed at 30. For the final routed database, the setup TNS stands at 0 ns. H-tree depth landed at 1. The timing report gives the worst reg2reg path a setup slack of approximately 0.55 ns. HPWL after detailed placement landed at about 960 µm.

CTS reports a maximum clock tree buffer depth of 2. Setup repair after global routing left no endpoint under its margin. Buffers placed on the I/O ports in this run total 9. Share of layout cells above drive strength 1 landed at between 7 and 8%. Critical path data required time landed at about 2.2 ns. STA classifies the critical path startpoint as a flip-flop. For reference, the most critical setup path is categorized as reg -> reg. The post-CTS hold buffer count recorded in the log is 0.

The first global-routing pass estimated between 2000 and 2500 µm of wire. Number of clock sinks seen by CTS landed at 17. The top cell types in the final layout, fill and taps aside, are sky130_fd_sc_hd__inv_1 (10), sky130_fd_sc_hd__ha_1 (9), sky130_fd_sc_hd__dfxtp_1 (9), sky130_fd_sc_hd__clkdlybuf4s50_1 (9), sky130_fd_sc_hd__edfxtp_1 (8).

Chip area landed at 10600 µm². Die boundary height landed at a little over 100 µm. Summed over all layers, the global routing overflow is 0. The highest clock rate this design can be run at is just over 0.6 GHz. Minimum clock period after layout landed at 1.65 ns.

For reference, the critical path cell chain is inv_1 > ha_1 > or4b_4 > nor4_4 > buf_4. The cell area that synthesis handed to floorplanning was around 770 µm². Area of the core landed at a little under 7000 µm². For this configuration, the core starts out at a cell density of 11.5%. Static leakage landed at around 0.42 nW. Summed standard-cell area reported by yosys landed at between 700 and 800 µm². Cell resize tally after clock tree synthesis landed at 0. Per the timing report, the most critical flop-to-flop path finishes at audio_latched[1]. The critical path contains buffers and inverters numbering 2 combined. In this run the worst setup path begins at counter[0]. Clock transition time at the flip-flop clock pins of the worst setup and hold paths landed at 0.06 ns. Synthesis produced a netlist whose cell count is 67. Nets still carrying antenna violations after routing amount to 0. Number of buffers added for setup after CTS landed at 0. Insertion delay to the later sink of the worst-skew pair landed at about 0.24 ns. Pins over their slew limit in the final report were tallied at 0.

Synthesized area per cell landed at approximately 12 µm². Number of antenna violations at the first check in global routing landed at 0. Among all stages on the critical path, the maximum delay recorded is roughly 0.46 ns.

After synthesis, flip-flops and latches occupy 54.3% of the total area. The flow ran to the end, and the final reports show no timing, DRC or antenna violations. Global-route track usage on met1 landed at between 2 and 3%. Per the OpenROAD timing report, the critical path contains 5 cells. Utilization of the core after routing landed at 14.9%. Met3 track utilization from global routing landed at ~1.2%. Among all stages on the critical path, the largest delay is contributed by sky130_fd_sc_hd__or4b_4. In the post-route report, total wirelength is listed as about 1200 µm. Relative to the synthesized area, the layout overhead comes to 30.4%. The netlist uses 19 different library cells. In this run the worst setup path terminates at audio_latched[1].

The floorplan step set the die width to approximately 100 µm. STA puts the critical path data arrival time at 1.60 ns. Across the VDD grid, the largest voltage drop is roughly 0.46 mV. Number of warnings in the stage logs landed at 26.
cells by family after synthesis:
logic type	after synthesis	share of synthesized area, %
buffers and inverters	11	5.82
other	1	0.484
AOI/OAI and AO/OA	6	5.01
DFF	17	54.3
xor gates and xnor gates	6	6.79
and+or+nand+nor	17	13.1
adders and majority gates	9	14.5
routing by layer:
metal	share of wire (%)	wire length (µm)
met5	0	0
met4	0	0
met3	7.9	95
met2	51	617
met1	41	491
final cells by class:
type | count | area (µm²) | area share [%]
clock buffers | 4 | 45.0 | 4.46
inverters | 10 | 37.5 | 3.72
multi-input cells | 39 | 309 | 30.6
flip-flops and latches | 17 | 420 | 41.6
well taps | 80 | 100 | 9.91
repair buffers | 10 | 97.6 | 9.67
sequential cells by signal, summed over array words and instances (netlist names):
name / flops
audio_latched: 8
aud_pwm: 1
counter: 8
synthesized netlist by cell type:
library cell / number / area, µm²
sky130_fd_sc_hd__xnor2_1: 2 / 17.5
sky130_fd_sc_hd__a221oi_1: 1 / 8.76
sky130_fd_sc_hd__nand2_1: 2 / 7.51
sky130_fd_sc_hd__nor4_4: 1 / 21.3
sky130_fd_sc_hd__o21ai_0: 1 / 5.00
sky130_fd_sc_hd__a21o_1: 1 / 7.51
sky130_fd_sc_hd__inv_1: 10 / 37.5
sky130_fd_sc_hd__or4b_4: 1 / 13.8
sky130_fd_sc_hd__dfxtp_1: 9 / 180
sky130_fd_sc_hd__o31ai_1: 1 / 7.51
sky130_fd_sc_hd__nand3_1: 4 / 20.0
sky130_fd_sc_hd__nor2_1: 7 / 26.3
sky130_fd_sc_hd__a21oi_1: 2 / 10.0
sky130_fd_sc_hd__conb_1: 1 / 3.75
sky130_fd_sc_hd__edfxtp_1: 8 / 240
sky130_fd_sc_hd__nand4_1: 2 / 12.5
sky130_fd_sc_hd__ha_1: 9 / 113
sky130_fd_sc_hd__xor2_1: 4 / 35.0
sky130_fd_sc_hd__buf_4: 1 / 7.51
worst register-to-register path, stage by stage, from the launching register on:
cell and delay [ns]:
sky130_fd_sc_hd__dfxtp_1 0.34, sky130_fd_sc_hd__inv_1 0.08, sky130_fd_sc_hd__ha_1 0.13, sky130_fd_sc_hd__or4b_4 0.46, sky130_fd_sc_hd__nor4_4 0.13, sky130_fd_sc_hd__buf_4 0.21
through the flow:
| step | instances | power [mW] | hold slack (ns) | setup WS, ns | area, µm² |
|---|---|---|---|---|---|
| final | 160 | 0.565 | 0.458 | 0.548 | 1010 |
| after global routing | 160 | 0.592 | 0.495 | 0.438 | 1010 |
| after CTS | 160 | 0.577 | 0.461 | 0.533 | 1010 |
| after detailed placement | 156 | 0.352 | 0.447 | 0.539 | 965 |
| after global placement | 156 | 0.352 | 0.435 | 0.563 | 965 |
| after floorplan | 67 | 0.339 | 0.419 | 0.493 | 774 |
power breakdown:
| group | switching (mW) | internal [mW] |
|---|---|---|
| registers | 0 | 0.331 |
| logic | 0.00222 | 0.0123 |
| clock network | 0.0924 | 0.128 |
| total | 0.0946 | 0.471 |
worst min-delay path by stage:
stage / slack, ns / endpoint / from / cells after the start
after CTS: 0.46 / counter[0] / counter[0] / 1
final: 0.46 / counter[0] / counter[0] / 1
after global routing: 0.50 / counter[0] / counter[0] / 1
No activity file was given, so power comes from the tool's default toggle rates.
